==> ./design.v <==
module InstFetch(
  input              Reset,			    
                     Start,			    
                     Clk,			    
                     BranchAbs,	        
                     BranchRelEn,	    
                     ALU_flag,		    
  input        [9:0] Target,	        
  output logic [9:0] ProgCtr            
  );
  always_ff @(posedge Clk)	            
	if(Reset)
	  ProgCtr <= 0;				        
	else if(Start)					    
	  ProgCtr <= ProgCtr;
	else if(BranchAbs)	                
	  ProgCtr <= Target;			    
	else if(BranchRelEn && ALU_flag)    
	  ProgCtr <= Target + ProgCtr;	    
	else
	  ProgCtr <= ProgCtr+'b1; 	        
endmodule
==> ./run.sh <==
#!/bin/bash
# OpenROAD 26Q1-2900-gdf79404cd8, Yosys 0.63+post, stock flow scripts
make -C /OpenROAD-flow-scripts/flow DESIGN_CONFIG=/design/flow/config.mk WORK_HOME=/design/flow/orfs finish
==> ./config.mk <==
export PLATFORM = sky130hd
export DESIGN_NAME = InstFetch
export DESIGN_NICKNAME = InstFetch
export VERILOG_FILES = /design/flow/design.v
export SDC_FILE = /design/flow/constraint.sdc
export NUM_CORES = 4
export LEC_CHECK = 1
export CORE_AREA = 10 10 77 77
export DIE_AREA = 0 0 87 87
==> ./constraint.sdc <==
current_design InstFetch

set clk_period 5.7
set clk_io_pct 0.2

create_clock -name clk0 -period $clk_period [get_ports {Clk}]

set non_clock_inputs [all_inputs -no_clocks]
set_input_delay [expr $clk_period * $clk_io_pct] -clock clk0 $non_clock_inputs
set_output_delay [expr $clk_period * $clk_io_pct] -clock clk0 [all_outputs]
==> run notes <==
Notes on the physical implementation.

- The run finished with clean final reports.
- The sequential cells in the finished layout cover a total of 200 um^2.
- The total number of vias is 953, for reference.
- The first-pass detailed-route iteration total is 4, for reference.
- Per report_power, the clock group accounts for 37.7% of the total.
- The number of standard-cell rows in the floorplan is 24, for reference.
- The switching part of the total is about 28%, for reference.
- The pin closest to its max-slew limit shows a slew of roughly 0.8 ns.
- Antenna repair during routing inserted a diode count of 0.
- The buffer type at the clock tree root is sky130_fd_sc_hd__clkbuf_8, for reference.
- For this design the top-level I/O count stands at 26.
- In this run, post-CTS hold repair placed 0 buffers.
- In this run the most critical hold path is launched from ProgCtr[5].
- The number of antenna violations at the first check in global routing came to 0.
- From the final report, the count of setup violators was given as 0.
- The final wirelength is ~2600 um, for reference.
- The DRC violation total after the first TritonRoute iteration is ~52, for reference.
- The via count of the first global-routing pass is 877, for reference.
- The clock transition at the registers of the reported paths is 0.05 ns, for reference.
- The clock tree buffer depth is 2, for reference.
- The via density per instance is approximately 4.8, for reference.
- The share of the core area taken by cells at floorplan is roughly 22%.
- In this run, synthesis inferred 0 flip-flops with an integrated enable.
- For the worst reg-to-reg path, the endpoint reported by OpenROAD is ProgCtr[8].
- The post-synthesis chip area from yosys is approximately 960 um^2, for reference.
- The detailed placer reported the number of placed instances as just under 200.
- The number of max-slew violations in the final report is 0, for reference.
- The share of the Yosys chip area taken by registers is 20.9%.
- The final cycle utilization of the critical path is just under 60%, for reference.
- Summed over its instances, the top area cell type makes up 20.9% of the synthesized netlist area.
- The floorplan step set the die height to approximately 87 um.
- The final critical path time including I/O delays and setup is 3.37 ns, for reference.
- Hold is met by a little under 0.5 ns.
- The startpoint type of the worst setup path is an input pin, for reference.
- The port buffer count is 25, for reference.
- The post-detailed-placement half-perimeter wirelength is slightly above 2000 um, for reference.
- The H-tree depth is 1, for reference.
- The worst hold endpoint is ProgCtr[5], for reference.
- Summed over all instances, the cell type with the most area after synthesis is sky130_fd_sc_hd__dfxtp_1.
- The tally of unique sky130hd cells used after synthesis is 38, for reference.
- STA reports a reg2reg setup slack of about 3.6 ns.
- The CTS log lists the clock sinks for this run as 10.
- The area of the multi-input gates is around 700 um^2, for reference.
- Max-cap violations in this run came to 0.
- As reported, the later end of the worst-skew pair has a clock insertion delay of between 0.2 and 0.25 ns.
- On the final layout, the worst clock skew is between 0.002 and 0.0025 ns.
- The wire length per cell is approximately 13 um, for reference.
- The mean instance size in the synthesized netlist is about 7.9 um^2, for reference.
- The part of the power in combinational logic is about 30%, for reference.
- The cell area that synthesis handed to floorplanning was ~960 um^2.
- Looking at the post-CTS report, the setup buffer insertion count equals 0.
- The leakage power summed over all cells is between 0.5 and 0.6 nW, for reference.
- The critical path class is in -> reg, for reference.
- The pin count of the biggest net entering global routing is 22, for reference.
- The number of flip-flops in the largest register is 10, for reference.
- The first global-routing pass estimated ~4400 um of wire.
- The routed layout reports a DRC error count of 0.
- By count the netlist is led by sky130_fd_sc_hd__a21oi_1 (14), sky130_fd_sc_hd__nor2_1 (11), sky130_fd_sc_hd__dfxtp_1 (10).
- The final non-filler cell total is slightly below 200, for reference.
- Hold analysis shows the worst path with a depth of 2.
- STA classifies the critical path endpoint as a register.
- The pre-CTS worst setup slack is roughly 2.1 ns, for reference.
- The async set or reset register ratio after synthesis is 0%, for reference.
- The required time of the critical path is 5.83 ns, for reference.
- Setup repair after global routing left no endpoint under its margin.
- The dominant register cell is sky130_fd_sc_hd__dfxtp_1, for reference.
- The total negative setup slack is 0 ns, for reference.
- The critical path data arrival time is about 3.5 ns, for reference.
- The total net switching power is around 0.069 mW, for reference.
- The area of the core region is ~4400 um^2, for reference.
- The registers reported with the highest flop counts are ProgCtr x10.
- Per the final layout report, the fraction of cells sized above drive strength 1 comes to approximately 6.2%.
- Across all setup checks in the final design, the least slack found is 2.33 ns.
- The internal power is 0.175 mW, for reference.
- STA shows the worst reg2reg path with a cell count of 7.
- According to the floorplan report, the total die area is between 7000 and 8000 um^2.
- The die is a little under 90 um wide.
- The largest fanout on the critical path is 10, for reference.
- The layout-stage area growth over the synthesis result is 35.0%, for reference.
- The worst min-delay path class is reg -> reg, for reference.
- The achievable clock frequency is ~300 MHz, for reference.
- The yosys stat cell total is 122, for reference.
- The number of failing hold endpoints at the final stage is 0, for reference.
- The post-synthesis register bit count is 10, for reference.
- The post-detailed-route count of antenna-violating nets is 0, for reference.
- At the end of routability-driven placement, the weighted congestion stood at about 0.8.
- The remaining global-route overflow is 0, for reference.
- The reg-to-reg critical path startpoint is ProgCtr[0], for reference.
- The count of synthesis-stage warnings from yosys is 1, for reference.
- Total power normalized to cell area comes to 189 nW/um^2.
- The cell resize tally after clock tree synthesis is 0, for reference.
- The headroom to the max-slew limit is between 40% and 50%, for reference.
- The clock tree from TritonCTS is yes, for reference.
- Per the layout report, the design carries around 480 filler cells.
- In the synthesized netlist, the number of instances is between 100 and 150.
- IR analysis of the VDD net gives a maximum drop of slightly below 0.06 mV.
- The total global-route track usage is 6.89%, for reference.
- The register ranked first by flip-flop count is ProgCtr, for reference.
- The most numerous cell in the Yosys netlist is sky130_fd_sc_hd__a21oi_1, for reference.
- The register share of total power is between 30% and 40%, for reference.
- In this run the tools logged warnings totalling 25.
- Buffers inserted during clock tree synthesis total 3.
- By area the synthesized netlist is led by sky130_fd_sc_hd__dfxtp_1 (21%), sky130_fd_sc_hd__ha_1 (12%), sky130_fd_sc_hd__a21oi_1 (7.3%).
==> worst max-delay path by stage <==
stage,startpoint,to,cells past startpoint
after CTS,BranchRelEn,ProgCtr[4],8
after global routing,BranchRelEn,ProgCtr[4],8
final,BranchRelEn,ProgCtr[8],9
==> critical path: stages <==
cell	delay [ns]
sky130_fd_sc_hd__clkdlybuf4s50_1	0.62
sky130_fd_sc_hd__nand3b_1	0.12
sky130_fd_sc_hd__ha_1	0.22
sky130_fd_sc_hd__fa_1	0.42
sky130_fd_sc_hd__a211oi_1	0.31
sky130_fd_sc_hd__o21ai_0	0.16
sky130_fd_sc_hd__a31oi_1	0.23
sky130_fd_sc_hd__xnor2_1	0.10
sky130_fd_sc_hd__a21o_1	0.17
==> logic make-up (layout without fill, tap and decap cells) <==
group / after synthesis / after routing / synth area share, %
xor+xnor: 4 / 4 / 3.66
flops: 10 / 10 / 20.9
mux: 5 / 5 / 5.35
simple gates: 44 / 44 / 24.4
fa+ha+maj: 10 / 10 / 13.8
compound gates: 38 / 38 / 25.8
buf+inv: 11 / 35 / 6.00
==> metrics by stage <==
| stage | util (%) | cell area (um^2) | power [mW] |
|---|---|---|---|
| after global routing | 29.7 | 1290 | 0.259 |
| after CTS | 29.7 | 1290 | 0.248 |
| final | 29.7 | 1290 | 0.244 |
| after detailed placement | 28.4 | 1240 | 0.153 |
| after global placement | 28.4 | 1240 | 0.153 |
| after floorplan | - | 958 | 0.124 |
==> power by group through the flow <==
stage	sequential (mW)	clock (mW)	combinational, mW
4_1_cts	0.0801	0.0951	0.0727
5_1_grt	0.0809	0.0977	0.0805
6_report	0.0800	0.0922	0.0722
==> layout by cell type (no fill, tap or decap), drive strengths merged, types with 2 or more instances in the layout <==
cell	n
clkdlybuf4s50	25
a21oi	16
nor2	11
dfxtp	10
ha	9
o21ai	9
and3	8
nand2	7
inv	6
nor3	4
a21o	4
mux2i	4
clkbuf	4
nand3	3
xnor2	3
a221oi	3
nand4	2
a211oi	2
or3	2
==> cell type report <==
class                   instances  share of cell area, %
repair buffers                 25                   19.3
flip-flops and latches         10                   15.5
well taps                      52                   5.03
inverters                       6                   1.74
clock buffers                   4                   4.26
multi-input cells             101                   54.2
==> layer usage <==
| layer | GRT usage (%) | wire [um] |
|---|---|---|
| met5 | 0 | 0 |
| met3 | 1.51 | 156 |
| met1 | 10.6 | 1280 |
| met2 | 9.53 | 1160 |
| met4 | 1.33 | 44 |
Power figures rest on the tool's default switching activity, not on a simulated workload.
