<file path="flow/run.sh">
#!/bin/bash
# OpenROAD 26Q1-2900-gdf79404cd8, Yosys 0.63+post, stock flow scripts
make -C /OpenROAD-flow-scripts/flow DESIGN_CONFIG=/design/flow/config.mk WORK_HOME=/design/flow/orfs finish
</file>
<file path="flow/config.mk">
export PLATFORM = sky130hd
export DESIGN_NAME = ProgCtr
export DESIGN_NICKNAME = ProgCtr
export VERILOG_FILES = /design/flow/design.v
export SDC_FILE = /design/flow/constraint.sdc
export NUM_CORES = 4
export LEC_CHECK = 1
export CORE_AREA = 10 10 108 108
export DIE_AREA = 0 0 118 118
</file>
<file path="flow/constraint.sdc">
current_design ProgCtr

set clk_period 3.8
set clk_io_pct 0.2

create_clock -name clk0 -period $clk_period [get_ports {Clk}]

set non_clock_inputs [all_inputs -no_clocks]
set_input_delay [expr $clk_period * $clk_io_pct] -clock clk0 $non_clock_inputs
set_output_delay [expr $clk_period * $clk_io_pct] -clock clk0 [all_outputs]
</file>
<file path="flow/design.v">
module ProgCtr #(parameter L=10) (
  input                Done, 
                       Reset,       
                       Start,       
                       Clk,         
                       BranchRel,   
							  Decision,  
							  BranchAbs,   
  input        [L-1:0] Target,      
  output logic [L-1:0] ProgCtr      
  );
   logic ever_start; 
   logic [3:0]first_start; 
   logic [3:0]second_start; 
   logic [3:0]third_start;
  always_ff @(posedge Clk)	 begin            
	if(Reset) begin
	    ProgCtr <= 0;				        
		ever_start <= '0;
		first_start <= '0;
		second_start <= '0;
		third_start <= '0;
	end else if(BranchAbs)	                
	  ProgCtr <= Target;			    
	else if(BranchRel) begin   
		if(Decision)
	  		ProgCtr <=  ProgCtr + 'b1;	    
		else 
			ProgCtr <= 	ProgCtr + 2'b10 ; 		 
    end else begin 
		if ( (first_start == '0) && (Start == '1) ) begin 
			first_start <= '1; 
		end else if ((first_start != '0) && (second_start == '0) && (Start == '1)) begin 
			second_start <= '1; 
		end else if ((first_start != '0) && (second_start != '0) && (third_start == '0) && (Start == '1)) begin 
			third_start <= '1;
		end
		if (Start == '1) begin 
			ever_start <= '1;
		end
		if (ever_start == '0) begin
			ProgCtr <= 0; 
		end else begin
			if (Start == '1) begin   
				ProgCtr <= ProgCtr; 
			end else if ( (first_start == '1) && (Start == '0) ) begin 
				ProgCtr <= 'b10;  
				first_start <= 'b10;
			end else if ( (second_start == '1) && (Start == '0) ) begin 
				ProgCtr <= 'b101000001;  
				second_start <= 'b10;
			end else if ( (third_start == '1) && (Start == '0) ) begin 
				ProgCtr <= 'b101000100;   
				third_start <= 'b10;
			end else if (  (first_start == 'b10) || (second_start == 'b10) || (third_start == 'b10) ) 
                if (Done) 
                    ProgCtr <= ProgCtr; 
                else 
				    ProgCtr <= ProgCtr+'b1;  
		end
	end
  end  
endmodule
</file>
==> impl_metrics.ini <==
; yosys + openroad results
[power_and_ir_drop]
seqPwrFrac_pct = 43.3
net-switching-power_uw = 156
power.leakage_uw = 0.000665
intPower_uw = 443
pwr_density_cell_nw_per_um2 = 315
worst_ir_drop_vdd_uv = 147
sw_frac_of_total_pct = 26.0
clkPwrFrac_pct = 37.6
power.share.combinational_pct = 19.0

[yosys]
logic_family = AND-OR/OR-AND gates
post-synth-top-area-cell = sky130_fd_sc_hd__dfxtp_1
yosys_warnings = 1
synth_cell_types = 50
synth.cellmix.compoundShare_pct = 34.5
mappedNetlistArea_um2 = 1450
synth-seq-area-share_pct = 30.4
adder_cell_share_of_the_synthesized_area_pct = 1.73
ff_type = sky130_fd_sc_hd__dfxtp_1
post_synth_tally_of_flip_flops_with_integrated_enable = 0
yosys-mux-area-fraction_pct = 2.07
post_synth_main_area_contributors = sky130_fd_sc_hd__dfxtp_1 (30%), sky130_fd_sc_hd__nor2_1 (4.7%), sky130_fd_sc_hd__o21a_1 (3.6%)
fraction_of_synthesis_flops_using_an_asynchronous_set_or_reset_pin_pct = 0
synth-simple-area-share_pct = 24.7
syn_inst = 166
synth-seq-cells = 22
syn-mean-instance-area_um2 = 8.73
yosys_instances = 166
xor_share_pct = 1.81
top_area_share_pct = 30.4
synth-area-yosys_um2 = 1450

[global_route]
first_pass_grt_wire_length_um = 6880
global_route_usage_over_all_layers_pct = 5.93
grt_pass1_vias = 1318
gr-total-overflow = 0
grt_antenna_before_repair = 0
grt_start_max_net_pins = 22

[floorplan]
die_width_um = 118
chip_area_um2 = 13900
fp-row-count = 35
initCoreUtil_pct = 15.6
placeable_area_um2 = 9280
die_h_um = 118
pin_count = 27

[route]
wire_per_inst_um = 13.1
drt_pre_antenna_iters = 4
antenna_violating_nets_post_route = 0
routed_wl_um = 4190
antenna-diode-count = 0
vias = 1370
final_routed_drc_violation_total = 0
drc_violation_total_after_the_first_tritonroute_iteration = 102
post_drt_via_cell_ratio = 4.29

[clock_network]
postCtsSetupBuffers = 0
cts_tree = done
cts_buffers = 3
ctsHtreeMaxLevel = 1
clk_transition_reported_paths_ns = 0.09
clockRootBuffer = sky130_fd_sc_hd__clkbuf_8
clock.latency.late_pin_ns = 0.27
cts.hold.buffers_added = 0
tritoncts_num_sinks = 22
clock_path_buffers = 2
ctsResizeCount = 0

[worst_setup_path]
setup.worst_path.end_class = flop
crit_type = input pin to flop
critPathMaxFanout = 14
r2r_slack_ns = 1.98
cp_data_arrival_time_ns = 2.91
kind_of_launch_point_of_the_worst_setup_path = input pin
crit_required_ns = 3.98

[final_timing]
worst_slew_margin_relative_to_its_limit_pct = 40.7
setup_tns_ns = 0
final_period_minus_worst_setup_slack_ns = 2.73
max_slew.worst_pin.slew_ns = 0.887
fin_worst_skew_ns = 0.00251
timing.final.hold_violations = 0
slew_violations = 0
grt_setup_unrepaired = no
fmax_mhz = 366
layout_worst_path_cycle_share_pct = 72.0
timing.final.setup_violations = 0

[hold_path]
hp-class = flop to flop

[placement]
place.port_buffers = 26
gp_routability_congestion = 0.855
dpl_cell_area_um2 = 1830
dp_hpwl_um = 3230

[job]
warnings = 25
maxCapViolCount = 0

[final_layout]
area_delta_synth_final_pct = 31.3
post-route-cell-area_um2 = 1900
fill_cell_instance_count_of_the_final_layout = 1043
post_route_cells_drive_above_1_share_pct = 11.1

[status]
run_status = completed
[registers in the layout (all words and copies together), names as in the netlist]
signal,flops
ever_start,1
first_start,4
ProgCtr,10
third_start,3
second_start,4
[path summary, 6_finish.rpt]
kind	from	to	depth (start not counted)
setup / recovery	BranchAbs	ProgCtr[7]	6
hold / removal	third_start[1]	third_start[1]	2
setup reg to reg	second_start[2]	ProgCtr[0]	5
hold reg to reg	third_start[1]	third_start[1]	2
[power groups by stage]
stage,Sequential (uW),Combinational [uW],Clock [uW]
5_1_grt,262,128,240
6_report,259,114,225
4_1_cts,260,115,231
[area by class of cell]
| cell class | count | area, um2 | share of cell area (%) |
|---|---|---|---|
| inverter | 8 | 30.0 | 1.58 |
| timing repair buffer | 26 | 260 | 13.7 |
| tap | 129 | 161 | 8.48 |
| clock buffer | 3 | 41.3 | 2.17 |
| sequential | 22 | 440 | 23.1 |
| clock inverter | 1 | 30.0 | 1.58 |
| multi-input combinational | 130 | 940 | 49.4 |
[cells in the mapped netlist, drive strengths merged (4+ instances only)]
master   n
nand4    7
inv      8
o21ai    8
nor3     6
o32ai    4
a21oi   11
a211oi   4
nand2   10
o21a     7
nor2    18
dfxtp   22
a221oi   4
[kinds of logic after synthesis]
kind of cell / after synthesis
adders and majority gates: 2
xor gates and xnor gates: 3
DFF: 22
muxes: 3
and+or+nand+nor: 61
AOI/OAI and AO/OA: 61
buffers and inverters: 14
[through the flow]
| step | utilization, % | power [uW] | worst slack (ns) | cells | hold WS (ns) |
|---|---|---|---|---|---|
| 6_report | 20.5 | 599 | 1.07 | 319 | 0.455 |
| 5_1_grt | 20.5 | 631 | 0.846 | 319 | 0.482 |
| 4_1_cts | 20.5 | 605 | 1.07 | 319 | 0.461 |
| 3_5_place_dp | 19.7 | 379 | 0.789 | 315 | 0.444 |
| 3_3_place_gp | 19.7 | 378 | 0.822 | 315 | 0.441 |
| 2_1_floorplan | - | 328 | 1.74 | 166 | 0.426 |
[worst max-delay path: stages]
cell and delay, ns:
sky130_fd_sc_hd__clkdlybuf4s50_1 0.74, sky130_fd_sc_hd__nor3b_4 0.51, sky130_fd_sc_hd__nand2_1 0.18, sky130_fd_sc_hd__a22oi_4 0.41, sky130_fd_sc_hd__a21oi_1 0.08, sky130_fd_sc_hd__a211oi_1 0.24
[metal layers]
metal	vias up	part of all wire [%]	global-route usage [%]	wire length, um
met4	0	0.41	0.309	17
met5	-	0	0	0
met3	2	8.5	2.72	354
met1	653	49	8.47	2030
met2	32	43	8.32	1780
li1	683	-	-	-
[cell usage in the layout, fill, tap and decap left out, drive strengths merged, types with 2 or more instances in the layout]
cell type	instances
clkdlybuf4s50	26
dfxtp	22
nor2	18
a21oi	11
nand2	10
o21ai	8
inv	8
o21a	7
nand4	7
nor3	6
a221oi	4
a211oi	4
o32ai	4
nand2b	3
or2	3
o22ai	3
mux2i	3
o211ai	3
nand3b	3
clkbuf	3
a22oi	3
or4	2
a21o	2
nor2b	2
xnor2	2
o221ai	2
o41ai	2
ha	2
nor3b	2
Power is estimated from default activity; no workload was simulated.
