==> /design/flow/design.v <==
module RegFile #(parameter W=8, A=3)(		  
  input                Clk,
                       Reset,
                       WriteEn,
                       BranchFlag,  
                       ShiftForm,   
  input        [A-1:0] RaddrA,				  
                       RaddrB,          
                       Waddr,
  input        [  1:0] BaddrA,
                       BaddrB,
                       SaddrA, 
  input        [W-1:0] DataIn,
  output logic [W-1:0] DataOutA,			  
  output logic [W-1:0] DataOutB				  
    );
logic [W-1:0] Registers[2**A];	              
always_comb begin
	if(BranchFlag) begin 
		DataOutA = Registers[BaddrA];	  
		DataOutB = Registers[BaddrB];
	end 
	else if(ShiftForm) begin 
      		DataOutA = Registers[SaddrA];	   
      		DataOutB = RaddrB;
	end 
	else begin 
      		DataOutA = Registers[RaddrA];	  
      		DataOutB = Registers[RaddrB];
	end 
end 
always_ff @ (posedge Clk) begin
  if (Reset) begin
    Registers[0] <= '0;
    Registers[1] <= '0;
    Registers[2] <= '0;
    Registers[3] <= '0;
    Registers[4] <= '0;
    Registers[5] <= '0;
    Registers[6] <= '0;
    Registers[7] <= '0;
  end else if (WriteEn) begin	                              
   	if(ShiftForm)
		Registers[SaddrA] <= DataIn;
	else if (BranchFlag)
		Registers[BaddrA] <= DataIn;
	else
		Registers[Waddr] <= DataIn;
  end
end
endmodule
==> /design/flow/run.sh <==
#!/bin/bash
# OpenROAD 26Q1-2900-gdf79404cd8, Yosys 0.63+post, stock flow scripts
make -C /OpenROAD-flow-scripts/flow DESIGN_CONFIG=/design/flow/config.mk WORK_HOME=/design/flow/orfs finish
==> /design/flow/config.mk <==
export PLATFORM = sky130hd
export DESIGN_NAME = RegFile
export DESIGN_NICKNAME = RegFile
export VERILOG_FILES = /design/flow/design.v
export SDC_FILE = /design/flow/constraint.sdc
export NUM_CORES = 4
export LEC_CHECK = 1
export CORE_UTILIZATION = 40
==> /design/flow/constraint.sdc <==
current_design RegFile

set clk_period 5.3
set clk_io_pct 0.2

create_clock -name clk0 -period $clk_period [get_ports {Clk}]

set non_clock_inputs [all_inputs -no_clocks]
set_input_delay [expr $clk_period * $clk_io_pct] -clock clk0 $non_clock_inputs
set_output_delay [expr $clk_period * $clk_io_pct] -clock clk0 [all_outputs]
==> impl_metrics.json <==
{
  "outcome": "finished clean",
  "netlist_instances": 291,
  "final_util_pct": 49.5,
  "gr-usage-all-layers_pct": 21.4,
  "detailedRoute.firstIterationViolations": 81,
  "ys_cells": 291,
  "sequential_cell_area_sq_um": 1920,
  "wirelength_met1_um": 4130,
  "drive_gt1_share_pct": 15.2,
  "yosysMostFrequentCell": "sky130_fd_sc_hd__and2_1",
  "timing.critical_path.from_type": "input pin",
  "seqPwrFrac_pct": 49.5,
  "largest_reg_flops": 64,
  "pwr-share-clk_pct": 31.3,
  "finalSetupTns_ps": 0,
  "number_of_flops_mapped_to_enable_cells_by_yosys": 64,
  "powerDensity_nw_per_um2": 269,
  "top_regs": "Registers: 64 flops",
  "globalRoute.totalOverflow": 0,
  "power_report.internal_total_uw": 928,
  "crit_arrival_ps": 3590,
  "routed-wl-met3_um": 861,
  "max-cap-violations": 0,
  "post_synth_seq_share_pct": 50.7,
  "synthTopCellsByCount": "65 x sky130_fd_sc_hd__and2_1, 64 x sky130_fd_sc_hd__edfxtp_1, 43 x sky130_fd_sc_hd__mux2i_1",
  "final_number_of_setup_violating_endpoints": 0,
  "fp.dieH_um": 99.3,
  "post_synth_main_area_contributors": "sky130_fd_sc_hd__edfxtp_1 51%, sky130_fd_sc_hd__mux2i_1 11%, sky130_fd_sc_hd__and2_1 11%",
  "clk_buf_depth": 2,
  "ff_type": "sky130_fd_sc_hd__edfxtp_1",
  "placeableCoreArea_sq_um": 9200,
  "worst_ir_drop_vdd_mv": 0.137,
  "worst_slew_pin_slew_ps": 802,
  "worst-endpoint-required_ps": 4240,
  "ys.warnings.count": 1,
  "postRouteWirelength_um": 9500,
  "synthDominantAreaCellType": "sky130_fd_sc_hd__edfxtp_1",
  "wire_length_of_the_first_global_routing_pass_um": 14400,
  "cellLeakagePower_nw": 1.67,
  "net_switching_share_of_the_total_power_pct": 24.2,
  "tritoncts.num_buffers": 9,
  "timing.max_slew.rel_slack_pct": 46.3,
  "hold_path_startpoint": "DataIn[6]",
  "cts-htree-levels": 3,
  "post_synth_instance_area_sq_um": 3790,
  "timing_hold_violations_final": 0,
  "p_total_mw": 1.22,
  "final_critical_delay_including_setup_and_external_delays_ps": 4650,
  "gpl.final_weighted_congestion": 0.854,
  "synthToLayoutAreaGrowth_pct": 20.2,
  "die-area_sq_um": 9860,
  "critPathKind": "input pin to output pin",
  "dr_wl_met2_um": 4250,
  "unrepaired_setup_endpoints_after_global_routing": "no",
  "clk_pin_slew_worst_paths_ps": 60,
  "timing.critical_path.to_type": "output pin",
  "post_synth_num_cell_types": 40,
  "stdcell_count": 460,
  "net-switching-power_uw": 297,
  "drt_first_pass_iters": 4,
  "log.warning_count": 25,
  "clockRootBuffer": "sky130_fd_sc_hd__clkbuf_8",
  "post_cts_resize_count": 0,
  "route.vias.total": 2549,
  "async_reset_ff_share_pct": 0,
  "combinational_share_of_power_pct": 19.1,
  "timing.critical_path.from": "BranchFlag",
  "postCtsSetupRepairBufs": 0,
  "hold_path_depth": 2,
  "die_x_um": 99.3,
  "post_drt_wl_per_cell_um": 20.7,
  "holdBufCountCts": 0,
  "top_level_ports": 44,
  "comb_area_sq_um": 1790,
  "cts_tree": "yes",
  "detail_route.vias_per_cell": 5.54,
  "io_buffers": 43,
  "syn-mean-instance-area_sq_um": 13.0,
  "dp.cells": 444,
  "fmax_mhz": 215,
  "num_antenna_cells": 0,
  "residual_drc_count": 0,
  "first_global_vias": 2531,
  "synth_chip_area_sq_um": 3790,
  "n_fill_cell": 830,
  "clkSinkCount": 64,
  "final-max-slew-violation-count": 0,
  "maxUsedRoutingLayer": "met4",
  "hold_path_class": "input pin to flip-flop",
  "synth-seq-cells": 64,
  "postRouteAntennaNets": 0,
  "top_cell_area_share_pct": 50.7,
  "core_util_floorplan_pct": 41.2,
  "top_register": "Registers",
  "row_count": 35,
  "final_min_period_over_clock_period_pct": 87.7,
  "crit_path_max_fanout": 16,
  "grt_start_max_net_pins": 33,
  "initial_antenna_violation_count": 0,
  "post-dp-hpwl_um": 6590
}
[layer usage]
layer,global-route usage [%],vias up
li1,-,1218
met1,33.4,1204
met2,31.3,107
met3,7.43,20
met4,4.86,0
met5,0,-
[through the flow]
step                area, sq um  hold slack (ps)  setup WS, ps
global placement           4380             1880           628
global route               4560             1590           478
CTS                        4560             1540           633
floorplan                  3790             1260          1620
detailed placement         4380             1890           648
finish                     4560             1530           651
[final timing paths]
check         endpoint  slack (ps)
min    Registers[4][6]        1530
max        DataOutB[7]         650
[worst max-delay path, cell delays in order]
cell	delay, ps
sky130_fd_sc_hd__clkdlybuf4s50_1	670
sky130_fd_sc_hd__mux2i_2	240
sky130_fd_sc_hd__buf_4	320
sky130_fd_sc_hd__mux4_1	600
sky130_fd_sc_hd__a22o_1	270
sky130_fd_sc_hd__clkdlybuf4s50_1	410
[final cells by class]
type                       count  share of cell area, %
sequential                    64                   42.2
multi-input combinational    214                   39.3
timing repair buffer          53                   11.4
tap                          111                   3.05
clock buffer                  10                   2.80
clock inverter                 6                   1.10
inverter                       2                  0.165
[layout by cell type (no fill, tap or decap), drive strengths merged, types with 8 or more instances in the layout]
master,netlist,final
clkdlybuf4s50,0,43
edfxtp,64,64
nor2,11,11
a221oi,9,9
mux2i,44,44
buf,8,10
nand2,10,10
a22o,13,13
or2,8,8
and2,65,65
clkbuf,3,10
nor3,8,8
mux4,12,12
[power groups by stage]
stage         combinational, mW  clock, mW  sequential (mW)
CTS                       0.237      0.391            0.607
global route              0.253      0.411            0.611
finish                    0.234      0.384            0.607
[logic make-up (layout without fill, tap and decap cells)]
kind of cell           Yosys count  in the layout  synth area share [%]
AOI/OAI and AO/OA               40             40                  8.32
muxes                           58             58                  19.6
and+or+nand+nor                116            116                  19.3
buffers and inverters           13             71                  1.98
DFF                             64             64                  50.7
Power figures rest on the tool's default switching activity, not on a simulated workload.
